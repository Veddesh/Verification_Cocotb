$ cat design/flow/config.mk
export PLATFORM = sky130hd
export DESIGN_NAME = counter
export DESIGN_NICKNAME = counter
export VERILOG_FILES = /design/flow/design.v
export SDC_FILE = /design/flow/constraint.sdc
export NUM_CORES = 4
export LEC_CHECK = 1
export CORE_AREA = 10 10 70 70
export DIE_AREA = 0 0 80 80
$ cat design/flow/constraint.sdc
current_design counter

set clk_period 1.0
set clk_io_pct 0.2

create_clock -name clk0 -period $clk_period [get_ports {clk}]

set non_clock_inputs [all_inputs -no_clocks]
set_input_delay [expr $clk_period * $clk_io_pct] -clock clk0 $non_clock_inputs
set_output_delay [expr $clk_period * $clk_io_pct] -clock clk0 [all_outputs]
$ cat design/flow/design.v
module counter #(
    parameter          WIDTH=4
) (
    input              clk,
    input              rst,
    output [WIDTH-1:0] count
);
    reg [WIDTH-1:0] cnt;
    always @(posedge clk) begin
        if (rst == 1'b1)
            cnt<= {WIDTH{1'b0}};
        else
            cnt <= cnt + 1'b1;
    end
    assign count = cnt;
initial begin
$dumpfile("dump.vcd");
$dumpvars(0,counter);
end
 endmodule
$ cat design/flow/run.sh
#!/bin/bash
# OpenROAD 26Q1-2900-gdf79404cd8, Yosys 0.63+post, stock flow scripts
make -C /OpenROAD-flow-scripts/flow DESIGN_CONFIG=/design/flow/config.mk WORK_HOME=/design/flow/orfs finish
==> node_exporter_impl.prom <==
# HELP chip_impl_metric Physical implementation figures
# TYPE chip_impl_metric gauge
chip_impl_info{name="run_status",value="completed"} 1
chip_impl_info{name="family_of_cells_with_the_greatest_summed_delay_on_the_critical_path",value="flip-flops"} 1
chip_impl_metric{name="sequential_to_total_area_share_from_yosys_stat",unit="%"} 55.2
chip_impl_metric{name="post_route_cells_drive_above_1_share",unit="%"} 53.8
chip_impl_metric{name="reg2reg_slack",unit="ns"} 0.04
chip_impl_metric{name="largest_register_ff_count",unit=""} 4
chip_impl_metric{name="syn_area",unit="um2"} 145
chip_impl_metric{name="vias_per_cell",unit=""} 1.93
chip_impl_metric{name="timing.max_cap.violations",unit=""} 0
chip_impl_metric{name="drc",unit=""} 0
chip_impl_metric{name="cellLeakagePower",unit="nW"} 0.129
chip_impl_metric{name="placement.cell_area",unit="um2"} 290
chip_impl_metric{name="hold_depth",unit=""} 2
chip_impl_metric{name="synthSimpleGateAreaFrac",unit="%"} 19.8
chip_impl_metric{name="placementRows",unit=""} 21
chip_impl_metric{name="setup_violations",unit=""} 0
chip_impl_metric{name="timing_hold_violations_final",unit=""} 0
chip_impl_metric{name="clock_power_share",unit="%"} 47.1
chip_impl_metric{name="dieWidth",unit="um"} 80
chip_impl_metric{name="dieArea",unit="mm2"} 0.00640
chip_impl_metric{name="layoutNonFillerInstCount",unit=""} 73
chip_impl_metric{name="port-buffer-count",unit=""} 5
chip_impl_metric{name="number_of_synthesized_flops_with_an_enable_pin",unit=""} 0
chip_impl_metric{name="skew",unit="ns"} 0.00502
chip_impl_metric{name="place.detailed.instances",unit=""} 69
chip_impl_info{name="startpoint_type",value="flop"} 1
chip_impl_metric{name="grt_first_pass_wirelength",unit="um"} 696
chip_impl_metric{name="floorplan.core_area",unit="mm2"} 0.00342
chip_impl_info{name="netlist.top_cell.by_instances",value="sky130_fd_sc_hd__dfxtp_1"} 1
chip_impl_metric{name="postSynthAreaPerCell",unit="um2"} 11.2
chip_impl_info{name="timing.setup.critical_path_class",value="flop to output pin"} 1
chip_impl_info{name="setup_repair_after_global_routing_missed_its_margin",value="no"} 1
chip_impl_info{name="worst_path_max_delay_cell",value="sky130_fd_sc_hd__dfxtp_2"} 1
chip_impl_metric{name="period_needed",unit="ns"} 0.974
chip_impl_metric{name="relSlewSlack",unit="%"} 91.3
chip_impl_metric{name="share_seq_of_total_power",unit="%"} 40.4
chip_impl_metric{name="power.share.combinational",unit="%"} 12.5
chip_impl_metric{name="synth.yosys.chip_area",unit="um2"} 145
chip_impl_metric{name="ctsHtreeMaxLevel",unit=""} 1
chip_impl_info{name="holdCritPathClass",value="flop to flop"} 1
chip_impl_metric{name="finalWirelength",unit="um"} 442
chip_impl_info{name="synthTopCellsByArea",value="sky130_fd_sc_hd__dfxtp_1 (55%), sky130_fd_sc_hd__mux2_4 (10%), sky130_fd_sc_hd__ha_1 (8.6%), sky130_fd_sc_hd__nor2b_1 (8.6%), sky130_fd_sc_hd__nor2_1 (7.8%)"} 1
chip_impl_metric{name="critPathMaxStageDelay",unit="ns"} 0.31
chip_impl_metric{name="worst_r2r_path_depth",unit=""} 3
chip_impl_metric{name="worst_slew_pin_slew",unit="ns"} 0.131
chip_impl_metric{name="power.switching",unit="W"} 0.0000970
chip_impl_metric{name="synthesis.instances",unit=""} 13
chip_impl_metric{name="vdd_ir_drop_max",unit="uV"} 326
chip_impl_metric{name="overflow",unit=""} 0
chip_impl_metric{name="slew_viol_final",unit=""} 0
chip_impl_metric{name="fin_tns_setup",unit="ns"} 0
chip_impl_metric{name="gp_congestion",unit=""} 0.673
chip_impl_metric{name="routed-via-count",unit=""} 141
chip_impl_info{name="yosys_most_used_dff",value="sky130_fd_sc_hd__dfxtp_1"} 1
chip_impl_info{name="critical_path.endpoint_type",value="output pin"} 1
chip_impl_metric{name="count_of_different_cell_masters_after_synthesis",unit=""} 7
chip_impl_metric{name="timing.critical_path.required",unit="ns"} 0.80
chip_impl_metric{name="path_max_fanout",unit=""} 2
chip_impl_metric{name="synth-xor-area-share",unit="%"} 6.03
chip_impl_metric{name="grt_use_total",unit="%"} 1.60
chip_impl_metric{name="grt_pass1_vias",unit=""} 158
chip_impl_metric{name="ant_nets",unit=""} 0
chip_impl_info{name="cts_tree",value="yes"} 1
chip_impl_metric{name="clockBufferDepth",unit=""} 2
chip_impl_info{name="cp_cell_sequence",value="dlygate4sd2_1"} 1
chip_impl_metric{name="pwr_cell_area",unit="mW/mm2"} 1400
chip_impl_metric{name="route.detailed.wl_per_inst",unit="um"} 6.05
chip_impl_info{name="hold_end",value="cnt[0]$_SDFF_PP0_"} 1
chip_impl_metric{name="grt_start_max_net_pins",unit=""} 4
chip_impl_info{name="timing.hold.worst.start",value="cnt[0]$_SDFF_PP0_"} 1
chip_impl_metric{name="layout.cell_area.non_filler",unit="um2"} 314
chip_impl_metric{name="yosys_warnings",unit=""} 3
chip_impl_metric{name="sw_share",unit="%"} 22.0
chip_impl_metric{name="fin_crit_sh",unit="%"} 97.4
chip_impl_metric{name="tritoncts_num_sinks",unit=""} 4
chip_impl_metric{name="drt-initial-drc-count",unit=""} 3
chip_impl_metric{name="ios",unit=""} 6
chip_impl_metric{name="max_clock_freq",unit="MHz"} 1030
chip_impl_info{name="cts.root.buffer_cell",value="sky130_fd_sc_hd__clkbuf_4"} 1
chip_impl_metric{name="synth.area.mux_share",unit="%"} 10.3
chip_impl_metric{name="finalWorstSetupSlack",unit="ns"} 0.0264
chip_impl_metric{name="tritoncts.num_buffers",unit=""} 3
chip_impl_metric{name="tool_warnings",unit=""} 25
chip_impl_metric{name="ys.flops",unit=""} 4
chip_impl_metric{name="synthDominantCellAreaShare",unit="%"} 55.2
chip_impl_info{name="r2r-start",value="cnt[0]$_SDFF_PP0_"} 1
chip_impl_metric{name="path_buffers",unit=""} 1
chip_impl_metric{name="antenna_found_initial",unit=""} 0
chip_impl_info{name="rr_endpoint",value="cnt[1]$_SDFF_PP0_"} 1
chip_impl_metric{name="ys_sh_aoi",unit="%"} 0
chip_impl_metric{name="skew_pair_late_insertion_delay",unit="ns"} 0.24
chip_impl_info{name="reg_top3",value="cnt (4)"} 1
chip_impl_info{name="synth.comb.largest_family",value="simple AND/OR/NAND/NOR gates"} 1
chip_impl_metric{name="adder_share",unit="%"} 8.62
chip_impl_info{name="max_flop_register",value="cnt"} 1
chip_impl_metric{name="p_int",unit="W"} 0.000343
chip_impl_metric{name="core_util_floorplan",unit="%"} 4.25
chip_impl_metric{name="dp_slack",unit="ns"} -0.148
chip_impl_metric{name="yosys-stat-cells",unit=""} 13
chip_impl_metric{name="postSynth.asyncResetShare",unit="%"} 0
chip_impl_metric{name="die.size.y",unit="um"} 80
chip_impl_info{name="post_synth_most_frequent_cells",value="sky130_fd_sc_hd__dfxtp_1 (4), sky130_fd_sc_hd__nor2_1 (3), sky130_fd_sc_hd__nor2b_1 (2)"} 1
chip_impl_metric{name="dr.pass1.iters",unit=""} 4
chip_impl_metric{name="utilization",unit="%"} 9.19
chip_impl_metric{name="clk_pin_slew",unit="ns"} 0.04
chip_impl_metric{name="arrival_worst_endpoint",unit="ns"} 0.77
chip_impl_metric{name="areaGrowthSynthToFinish",unit="%"} 116
chip_impl_info{name="synth.largest_area_cell",value="sky130_fd_sc_hd__dfxtp_1"} 1
## timing repair
item	CTS	global route
hold endpoints to repair	0	0
setup buffers	0	0
setup endpoints to repair	4	4
gates resized	8	4
hold buffers	0	0
pin swaps	0	0
## per-layer routing
layer	up-vias	GRT usage (%)	wire length, um	part of all wire, %
met5	-	0	0	0
met4	0	0.352	0	0
met3	0	3.41	163	37
met2	11	1.28	106	24
met1	61	1.40	172	39
li1	69	-	-	-
## stage by stage
stage | hold slack, ns | total power (W)
3_5_place_dp | 0.518 | 0.000240
2_1_floorplan | 0.267 | 0.000192
4_1_cts | 0.503 | 0.000450
6_report | 0.504 | 0.000440
5_1_grt | 0.514 | 0.000473
3_3_place_gp | 0.508 | 0.000238
## kinds of logic after synthesis
family / Yosys count
xor gates and xnor gates: 1
and+or+nand+nor: 6
muxes: 1
DFF: 4
adders and majority gates: 1
## tightest hold or removal path: stages (launching register included)
cell,delay (ns)
sky130_fd_sc_hd__dfxtp_2,0.31
sky130_fd_sc_hd__buf_4,0.11
sky130_fd_sc_hd__nor2_1,0.04
## power by group through the flow
| stage | combinational, W | clock [W] | sequential (W) |
|---|---|---|---|
| global route | 0.0000628 | 0.000231 | 0.000179 |
| CTS | 0.0000575 | 0.000215 | 0.000177 |
| finish | 0.0000550 | 0.000207 | 0.000178 |
## layout make-up
| cell class | instances | area [um2] |
|---|---|---|
| well taps | 46 | 57.6 |
| multi-input cells | 9 | 65.1 |
| repair buffers | 10 | 81.3 |
| clock buffers | 3 | 22.5 |
| flip-flops and latches | 4 | 85.1 |
| fillers | 399 | 3100 |
| diodes | 1 | 2.50 |
## worst max-delay path by stage
stage | start | to | slack, ns | depth (start not counted)
CTS | cnt[2]$_SDFF_PP0_ | count[2] | 0.01 | 1
global route | cnt[0]$_SDFF_PP0_ | cnt[2]$_SDFF_PP0_ | 0.0002 | 4
finish | cnt[0]$_SDFF_PP0_ | count[0] | 0.03 | 1
## placed cells by master (no fill, tap or decap), drive strengths merged
| master | n |
|---|---|
| xnor2 | 1 |
| clkbuf | 4 |
| buf | 5 |
| clkdlybuf4s15 | 2 |
| dfxtp | 4 |
| nor2 | 3 |
| nor2b | 2 |
| dlygate4sd2 | 1 |
| nand3 | 1 |
| ha | 1 |
| clkdlybuf4s50 | 1 |
| mux2 | 1 |
| diode | 1 |
Power is estimated from default activity; no workload was simulated.
