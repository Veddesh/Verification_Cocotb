$ cat flow/design.v
module adder (
    input  logic [3:0] a,
    input  logic [3:0] b,
    output logic [4:0] sum,
    input rst);
    assign sum = a + b;
    initial begin
	    $dumpfile("waves.vcd");
	    $dumpvars(0,adder);
    end
endmodule
$ cat flow/run.sh
#!/bin/bash
# OpenROAD 26Q1-2900-gdf79404cd8, Yosys 0.63+post, stock flow scripts
make -C /OpenROAD-flow-scripts/flow DESIGN_CONFIG=/design/flow/config.mk WORK_HOME=/design/flow/orfs finish
$ cat flow/config.mk
export PLATFORM = sky130hd
export DESIGN_NAME = adder
export DESIGN_NICKNAME = adder
export VERILOG_FILES = /design/flow/design.v
export SDC_FILE = /design/flow/constraint.sdc
export NUM_CORES = 4
export LEC_CHECK = 1
export CORE_AREA = 10 10 70 70
export DIE_AREA = 0 0 80 80
$ cat flow/constraint.sdc
current_design adder

set clk_period 1.9
set clk_io_pct 0.2

create_clock -name clk0 -period $clk_period

set non_clock_inputs [all_inputs -no_clocks]
set_input_delay [expr $clk_period * $clk_io_pct] -clock clk0 $non_clock_inputs
set_output_delay [expr $clk_period * $clk_io_pct] -clock clk0 [all_outputs]
==> notes.md <==
Implementation results are summarized by area below.

Cells and area
The clock tree buffer count of the final layout is 0. The count of cells in the finished layout, fillers not included, comes to 75. Ranking logic cells in the layout by count gives the top entries 5 x dlygate4sd2_1, 3 x ha_4, 3 x clkdlybuf4s50_1.

The combinational gate area is ~160 sq um. Of the cells placed in the final design, the portion with a size suffix greater than 1 is 44.8%. For this run, the share of the core covered by cells in the final layout is 10.1%.

In this run the layout overhead on the synthesized area is reported as 152%. The final layout report lists a filler cell count of 402. The layout report lists the combined flip-flop and latch area as 0 sq um. Per the cell usage report, the commonest logic cell in the layout is dlygate4sd2_1. The design has 0 sequential cells.

Setup path
The required time reported for the critical path endpoint is 1.52 ns. Of all nets on the critical path, the largest fanout is 2. Listed in order, past its start point the critical path passes buf_4, ha_4, inv_2, fa_2, inv_1, dlygate4sd2_1. STA classifies the critical path endpoint as a primary output. Looking at the setup timing report, the critical path kind is in2out. The master of the slowest instance on the critical path is fa_2.

The maximum cell stage delay along the critical path is approximately 0.54 ns. STA classifies the critical path startpoint as an input pin. The OpenROAD report gives the critical path a data arrival time of 1.46 ns. The most critical setup path has its startpoint at a[0].

Final timing
Counting pins that exceed their max-slew limit in the final report gives 0. The relative slew slack is 90.2%. Setup repair after global routing left no endpoint under its margin.

The transition time recorded at the tightest slew-check pin is ~0.15 ns. Subtracting the final worst setup slack from the clock period gives 1.84 ns. Post-route period utilization is reported as 96.8%.

In the final report, the number of endpoints failing setup comes to 0. Counting endpoints that fail hold in the final report gives 0. Based on the critical path, the design can be clocked at up to 0.544 GHz.

Route
In the log, the iteration count for the first detailed-route pass is 1. Summed over all layers, the routed wires come to 546 microns. The via count of the routed design is 156. The violation count after the first detailed-routing iteration is 0.

For this sky-water flow run, the detailed-routed wirelength per cell is reported as 7.28 microns. After detailed routing, the number of remaining DRC violations is 0. The number of vias per cell after detailed routing is 2.08. The antenna diode count is 0. Nets still carrying antenna violations after routing amount to 0.

Yosys
The share of the synthesized area in the top cell type is 36.7%. The synthesized area per cell is 8.52 sq um. The cell count after synthesis came out at 16.

The Yosys chip area is 136 sq um. Sorting the Yosys area breakdown by cell type puts at the top ha_1. The number of distinct library cells after synthesis is 9. The post-synthesis instance area is about 140 sq um. By area the synthesized netlist is led by ha_1 37%, fa_1 15%, xnor2_1 13%, inv_1 11%, a21oi_2 6.4%.

In the Yosys report, the sequential cells make up 0% of the chip area. After synthesis, the design contains 16 cells according to Yosys. The yosys synthesis warning count is 3.

Power and ir drop
The leakage power figure is ~0.14 nW. The worst VDD IR drop from the latest analysis is about 0.036 mV. Total power normalized to cell area comes to around 220 nW/um^2.

Die
The width of the chip is approximately 80 microns. Per the OpenROAD floorplan log, the area of the die is between 6000 and 7000 sq um. The die is 80 microns tall.

The total I/O pin count is 14. The floorplan has 21 rows. Before placement the cells fill 3.99% of the core. After floorplanning, the core was sized to cover 3420 sq um.

Hold path
The worst hold path class is in2out. The cell count of the worst hold path is 5. The startpoint of the most critical hold path is b[2].

Place
RePlAce ended its routability-driven mode at a weighted congestion of 0.771. During placement, the flow inserted port buffers numbering 13. The number of placed instances, taps included is about 75.

In the placement report, post-DP HPWL is listed as around 480 microns.

GRT
Across every metal layer, demand over resource in global routing totals 1.57%. The overflow left after global routing is 0. The via count of the first global-routing pass was 165.

The first global-routing pass estimated 814 microns of wire. Entering global routing, the biggest net connects 4 pins. The initial antenna violation count is 0.

Flow run
The tally of max-capacitance violations is 0. The logs give a warning total of 33.

Clock tree
The buffers inserted during post-CTS setup optimization is 0. After clock tree synthesis, the flow added hold-fix buffers numbering 0.

Run status
The flow ran to the end, and the final reports show no timing, DRC or antenna violations.
-- kinds of logic after synthesis --
kind of cell	count (synthesis)	synth area share (%)
AND-OR/OR-AND	3	15.6
AND/OR/NAND/NOR	2	9.18
adder cells (fa/ha/maj)	5	51.4
buffers and inverters	4	11.0
XOR/XNOR	2	12.8
-- final cells by class --
| class | instances | area share, % |
|---|---|---|
| Timing Repair Buffer | 13 | 31.3 |
| Tap cell | 46 | 16.7 |
| Multi-Input combinational cell | 12 | 47.6 |
| Inverter | 4 | 4.36 |
-- report_power, final --
group | total, mW | internal (mW) | switching (mW)
registers | 0 | 0 | 0
clock network | 0 | 0 | 0
logic | 0.0760 | 0.0492 | 0.0268
total | 0.0760 | 0.0492 | 0.0268
-- repair_timing --
item | 4_1_cts | 5_1_grt
pin swaps | 6 | 3
setup endpoints to repair | 5 | 1
gates resized | 27 | 6
-- metrics by stage --
| stage | worst slack [ns] | power [mW] | instance area (sq um) | TNS [ns] | hold WS [ns] |
|---|---|---|---|---|---|
| floorplan | 0.349 | 0.0254 | 136 | 0 | 0.832 |
| global placement | -0.720 | 0.0794 | 324 | -2.48 | 1.81 |
| detailed placement | -0.780 | 0.0800 | 324 | -2.56 | 1.80 |
| CTS | 0.0106 | 0.0755 | 342 | 0 | 1.40 |
| global route | 0.0107 | 0.0869 | 344 | 0 | 1.39 |
| finish | 0.0603 | 0.0760 | 344 | 0 | 1.35 |
-- routing by layer --
layer  up-vias  GRT usage (%)  routed length (microns)
li1         77              -                        -
met1        68           2.05                      245
met2        11           2.01                      168
met3         0           1.36                      133
met4         0              0                        0
met5         -              0                        0
-- critical path: cells and delay by family --
family / cells / cell delay (ns)
adders and majority gates: 2 / 0.67
buffers and inverters: 4 / 0.40
-- synthesized netlist by cell type --
master and n:
a21o_1 1, a21oi_2 1, fa_1 1, ha_1 4, inv_1 4, nand2b_1 1, nor2b_1 1, o21ai_0 1
xnor2_1 2
-- worst paths after layout --
path | end
setup / recovery | sum[1]
hold / removal | sum[4]
Power is estimated from default activity; no workload was simulated.
